==> /design/flow/design.v <==
`timescale 1ns / 1ps
module Deco_adc(
    input A,
    input B,
    input C,
    input D,
    output T_alta,
    output T_media
    );
assign T_media=(A&(~B))+(A&(~C))+(B&C&(~D))+((~A)&B&D);
assign T_alta=A&B&C&D;
endmodule
`timescale 1ns / 1ps
module Divisor (
	input wire clk,        
	input wire reset,      
	output reg s_clk       
    );
reg [16:0] cuenta;  
always @(posedge clk,posedge reset)  
	begin
		if (reset)  
			begin
				s_clk <= 0;
				cuenta <= 0;
			end 
		else  
			begin		
				if (cuenta == 17'd100000) 
					begin                    
						cuenta <= 17'h0;   
						s_clk <= ~s_clk;   
					end 
				else 
					cuenta <= cuenta + 1'b1;  
			end
	end
endmodule
`timescale 1ns / 1ps
module FFD
#(parameter N = 1)
(
input [N-1:0] D,
input CLK,
output reg [N-1:0] Q
    );
always @(posedge CLK)
Q<=D;
endmodule
`timescale 1ns / 1ps
module MUX
#(parameter N=10)
(
input [1:0]seleccion,
input [N:0] Entrada1,
input [N:0] Entrada2,
input [N:0] Entrada3,
input [N:0] Entrada4,
output reg [N:0] Y
    );
localparam A= 2'b00, B= 2'b01, C= 2'b10, D= 2'b11;
	 always@ *
	 case(seleccion)
	 A:
	 Y=Entrada1;
	 B:
	 Y=Entrada2;
	 C:
	 Y=Entrada3;
	 D:
	 Y=Entrada4;
	 endcase
endmodule
`timescale 1ns / 1ps
module MaquinaDeEstados(
	input Clk, 
	input Reset,
	input	Humo,T1,T2,CS,
	output TempAlto,TempMedio,HumoOut,Elec,EJECA,EJECB,EJECC,EJECD
    );
	 localparam [2:0] s0= 3'b000,
							s1= 3'b001,
							s2= 3'b010,
							s3= 3'b011,
							s4= 3'b100,
							s5= 3'b101,
							s6= 3'b110,
							s7= 3'b111;		
		reg [2:0] State, NextState;
		reg A,B,C,D,RTA,RTM,RH,RCS;
		always @(posedge Clk, posedge Reset)
		begin
			if(Reset)
				State<=s0;
			else 
				State<=NextState;
		end
		always @*
		begin
		A=0;
		B=0;
		C=0;
		D=0;
		RTA=0;
		RTM=0;
		RH=0;
		RCS=0;
			case(State)
				s0:
					if( T1 )begin
						NextState=s1;
						RTA=1;
						A=1;
						end
					else begin
						NextState=s2;
						A=1;
						end
				s1:
				begin
					NextState=s2;
				end
				s2:
					if(~T1 & T2)begin
						NextState=s3;
						RTM=1;
						B=1;
						end
					else begin
						NextState=s4;
						B=1;
						end
				s3:
				begin
					NextState=s4;
				end
				s4:
					if(Humo) begin
						NextState=s5;
						RH=1;
						C=1;
						end
					else begin
						NextState=s6;
						C=1;
						end
				s5:
				begin
					NextState=s6;
				end
				s6:
					if(CS)
					begin
						NextState=s7;
						RCS=1;
						D=1;
					end
					else begin
						NextState=s0;
						D=1;
						end
				s7:
				begin
					NextState=s0;
				end
			default: NextState=s7;
			endcase
			end
	assign HumoOut=RH;
	assign TempAlto= RTA;
	assign TempMedio=RTM;
	assign Elec = RCS;
	assign EJECA=A;
	assign EJECB=B;
	assign EJECC=C;
	assign EJECD=D;
endmodule 
`timescale 1ns / 1ps
module Memoria(
    input adress,
    output reg [10:0] salida
    );
localparam A= 2'b0, B= 2'b1;
always @(adress)
		case (adress)
			A:
			salida=12'b11111111111;
			B:
			salida=12'b01110001001;	
		endcase
endmodule
`timescale 1ns / 1ps
module Modulo_final(
input A,B,C,D,clk,reset_contador,humo,el,reset,
output [10:0] Y
    );
wire T_alta, T_media,T_1,T_2,tricidad,hummo,acti1,acti2,acti3,acti4,clk_s;
Divisor divisor (    
	.clk(clk), 
   .reset(reset), 
  .s_clk(s_clk)
 );
Deco_adc ADC (
    .A(A), 
    .B(B), 
    .C(C), 
    .D(D), 
    .T_alta(T_alta), 
    .T_media(T_media)
    );
MaquinaDeEstados maquina (
    .Clk(s_clk), 
    .Reset(reset), 
    .Humo(humo), 
    .T1(T_alta), 
    .T2(T_media), 
    .CS(el), 
    .TempAlto(T_1), 
    .TempMedio(T_2), 
    .HumoOut(hummo), 
    .Elec(tricidad), 
    .EJECA(acti1), 
    .EJECB(acti2), 
    .EJECC(acti3), 
    .EJECD(acti4)
    );
salida sal (
    .T_alta(T_1), 
    .T_media(T_2), 
    .Humo(hummo), 
    .Elec(tricidad), 
    .acti_t_alta(acti1), 
    .Acti_t_media(acti2), 
    .Acti_humo(acti3), 
    .Acti_elec(acti4), 
    .reset_cont(reset_contador), 
    .clk(s_clk), 
    .Y(Y)
    );
endmodule
`timescale 1ns / 1ps
module MUX_Contador(
    input [10:0] T_alta,
    input [10:0] T_media,
    input [10:0] Humo,
    input [10:0] Elec,
    input Reset_cont,
    input clk,
    output [10:0] Y
    );
wire [1:0] select;
contador cont (.clk(clk), .reset(Reset_cont), .salida(select));
MUX MUXI (.seleccion(select), .Entrada1(T_alta), .Entrada2(T_media), .Entrada3(Humo), .Entrada4(Elec), .Y(Y));
endmodule
`timescale 1ns / 1ps
module contador
#(parameter N = 2) 
(
	input clk,
	input reset,
	output [N-1:0] salida 
    );
reg [N-1:0] intermediario;
always @(posedge clk,posedge reset)
begin
	if(reset==1)
	intermediario <=0;
	else
	intermediario<= intermediario+1'b1;
end
assign salida=intermediario;
endmodule
`timescale 1ns / 1ps
module mem_T_baja(
    input adress,
    output reg [10:0] salida
    );
localparam A= 2'b0, B= 2'b1;
always @(adress)
		case (adress)
			A:
			salida=12'b11111111111;
			B:
			salida=12'b11101000001;
			endcase
endmodule
`timescale 1ns / 1ps
module mem_elec(
    input adress,
    output reg [10:0] salida
    );
localparam A= 2'b0, B= 2'b1;
always @(adress)
		case (adress)
			A:
			salida=12'b11111111111;
			B:
			salida=12'b10110000110;
			endcase
endmodule
`timescale 1ns / 1ps
module memoriaT_A(
    input adress,
    output reg [10:0] salida
    );
localparam A= 2'b0, B= 2'b1;
always @(adress)
		case (adress)
			A:
			salida=12'b11111111111;
			B:
			salida=12'b11010001000;	
		endcase
endmodule
`timescale 1ns / 1ps
module salida(
    input T_alta,
    input T_media,
    input Humo,
    input Elec,
    input acti_t_alta,
    input Acti_t_media,
    input Acti_humo,
    input Acti_elec,
	 input reset_cont,
	 input clk,
    output [10:0] Y
    );
wire Q1, Q2, Q3, Q4;
wire [10:0] S1,S2,S3,S4;
FFD Humoo (
    .D(Humo), 
    .CLK(Acti_humo), 
    .Q(Q1)
    );
FFD Elecc (
    .D(Elec), 
    .CLK(Acti_elec), 
    .Q(Q2)
    );
FFD T_altaa (
    .D(T_alta), 
    .CLK(acti_t_alta), 
    .Q(Q3)
    );
FFD T_bajaa (
    .D(T_media), 
    .CLK(Acti_t_media), 
    .Q(Q4)
    );
Memoria H (
    .adress(Q1), 
    .salida(S1)
    );
mem_elec Eleccc (
    .adress(Q2), 
    .salida(S2)
    );
memoriaT_A T_A (
    .adress(Q3), 
    .salida(S3)
    );
mem_T_baja T_M (
    .adress(Q4), 
    .salida(S4)
    );
MUX_Contador mux (
    .T_alta(S3), 
    .T_media(S4), 
    .Humo(S1), 
    .Elec(S2), 
    .Reset_cont(reset_cont), 
    .clk(clk), 
    .Y(Y)
    );
endmodule
==> /design/flow/run.sh <==
#!/bin/bash
# OpenROAD 26Q1-2900-gdf79404cd8, Yosys 0.63+post, stock flow scripts
make -C /OpenROAD-flow-scripts/flow DESIGN_CONFIG=/design/flow/config.mk WORK_HOME=/design/flow/orfs finish
==> /design/flow/config.mk <==
export PLATFORM = sky130hd
export DESIGN_NAME = Modulo_final
export DESIGN_NICKNAME = Modulo_final
export VERILOG_FILES = /design/flow/design.v
export SDC_FILE = /design/flow/constraint.sdc
export NUM_CORES = 4
export LEC_CHECK = 1
export CORE_UTILIZATION = 40
==> /design/flow/constraint.sdc <==
current_design Modulo_final

set clk_period 2.9
set clk_io_pct 0.2

create_clock -name clk0 -period $clk_period [get_ports {clk}]

set non_clock_inputs [all_inputs -no_clocks]
set_input_delay [expr $clk_period * $clk_io_pct] -clock clk0 $non_clock_inputs
set_output_delay [expr $clk_period * $clk_io_pct] -clock clk0 [all_outputs]
==> Slide: Implementation Results <==
Flow Results at a Glance

Status
  • Run status: completed

Clocking
  • Root buf cell: clkbuf_8
  • H-tree Lvls: 1
  • Clk latency of the worst-skew pair: roughly 0.24 ns
  • Hold buffer count at cts: 0
  • CTS resizes: 0
  • Reg clk slew, reported paths: roughly 0.06 ns
  • CTS buffer count: 3
  • CTS tree: built
  • Post-CTS setup buffers: 0
  • CTS max path bufs: 2

Yosys
  • Post-synth EDFFs: 0
  • Register area share after synthesis: 0.514
  • Yosys cell count: ~150
  • Post-Syn Area: 0.00152 mm2
  • Top cells by area: dfrtp_1, xnor2_1, dfxtp_1
  • Largest area contributor in the netlist: dfrtp_1
  • Warnings, synthesis: 10
  • Post-synth top cells: dfrtp_1, nor2_1, inv_1
  • Gate Count Post-Synth: 148
  • Synth Register Bits: 32
  • Async set or reset register ratio after synthesis: 0.875
  • Chip Area, Yosys: 0.00152 mm2
  • Area share, top type: 0.444
  • Most common cell in the netlist: dfrtp_1
  • Synth Flop Type: dfrtp_1
  • Yosys cell types: 35
  • Synthesized area per cell: 10.3 um2

Finish
  • Fillers: 318
  • Combinational gate area: 669 um2
  • P&R area growth vs syn: 18.7%
  • Reg area: 782 um2
  • Layout cells sized above 1: 0.0651

STA
  • Slew headroom: 0.504
  • Final cycle utilization of the critical path: 0.725
  • Endpoints left unconstrained: 25
  • Slew at the pin with the worst max-slew slack: 0.734 ns
  • Final number of setup-violating endpoints: 0
  • Final hold vios: 0
  • Worst clock skew: 0.00135 ns
  • Final Max Tran Viols: 0
  • Hold slack: 0.483 ns
  • Max Clk Rate: 0.476 GHz
  • Register pins left without a clock: 14
  • Final setup TNS: 0 ns
  • RSZ-0062 raised after global routing: no
  • Final min period: 2.10 ns

Detailed routing
  • DR WL/cell: 11.0 um
  • DRC errors left: 0
  • DR pass1 iterations: 4
  • Vias/cell: 4.82
  • Post-route ant nets: 0
  • # diodes: 0
  • Final Routed Wirelength: 2.39 mm
  • Vias: 1045
  • Initial DRC count: 64

Global routing
  • First-pass GRT wire length: ~4.4 mm
  • Global Route Usage Sum: 0.138
  • Vias in the first global route: between 900 and 1000
  • Largest net degree at the start of global routing: 20
  • Grt ovf: 0
  • Initial antenna violation count: 0

Critical path
  • CP max-delay cell: or4b_1
  • CP endpoint kind: flop
  • Largest stage delay on the critical path: 0.55 ns
  • Crit-path cells: or4b_1 -> nor4_2 -> buf_4 -> nor2_1 -> mux2_2
  • Worst Path Required: 3.03 ns
  • Startpoint types: flop
  • Cell family with the largest share of critical-path delay: simple AND/OR/NAND/NOR gates
  • Critical Path AT: 2.23 ns
  • Buf/Inv on CP: 1
  • Max Fanout on Critical Path: 6
  • Setup CP Type: flop to flop

Die
  • Starting Density: 0.416
  • Core ar.: between 0.003 and 0.004 mm2
  • Chip height: 63.7 um
  • Die area: around 0.0041 mm2
  • # rows: 22
  • I/O pin total: 20
  • Die width: approximately 64 um

Pwr
  • Pwr Density: 243 mW/mm2
  • Leak: 0.818 nW
  • Net Sw Power: 82.4 uW
  • Gate power share: 0.059
  • Internal: 356 uW
  • Sequential share of power: 0.574
  • Clock Power Share: 0.368
  • Maximum vdd ir drop: 0.250 mV
  • Switching share of power: 0.188

Place
  • Port Buffer Count: 19
  • Routability Congestion: 0.872
  • HPWL after DPL: 1.88 mm

Worst hold path
  • HP Class: flop to flop

Job
  • MaxCap Viol Count: 0
  • Log Warnings: 29
==> state kept, by name, indices dropped and copies added, names as in the netlist <==
name	count
sal.T_altaa.Q	1
divisor.s_clk	1
sal.T_bajaa.Q	1
sal.Humoo.Q	1
sal.mux.cont.intermediario	2
maquina.State	8
sal.Elecc.Q	1
divisor.cuenta	17
==> layout make-up <==
class                   count  area share
flip-flops and latches     32       0.433
multi-input cells         100       0.370
repair buffers             21       0.114
well taps                  48      0.0332
inverters                  13      0.0270
clock buffers               3      0.0229
==> final timing paths <==
check                      slack, ns          startpoint            endpoint  depth (start not counted)
max                             0.80  divisor.cuenta[12]  divisor.cuenta[12]                          5
max reg2reg                     0.80  divisor.cuenta[12]  divisor.cuenta[12]                          5
max in group asynchronous       1.74               reset   divisor.cuenta[6]                          2
min in group asynchronous       0.73               reset  divisor.cuenta[10]                          2
min                             0.48  divisor.cuenta[16]  divisor.cuenta[16]                          1
min reg2reg                     0.48  divisor.cuenta[16]  divisor.cuenta[16]                          1
==> placed cells by master (no fill, tap or decap), drive strengths merged, types with 2 or more instances in the layout <==
master	count
a21oi	3
nand3b	2
mux2i	2
nand2	6
and2	2
clkdlybuf4s50	19
ha	6
or4b	2
clkbuf	3
or3	3
nor2	16
o21ai	2
a21o	5
nor3	7
dfxtp	4
dfrtp	27
nand3	7
inv	13
nor2b	2
nand4	5
nand2b	5
or2	2
xor2	2
xnor2	10
buf	2
==> power by group through the flow <==
| stage | combinational (mW) | sequential (mW) | clock [mW] |
|---|---|---|---|
| CTS | 0.0264 | 0.251 | 0.169 |
| finish | 0.0257 | 0.252 | 0.161 |
| global route | 0.0292 | 0.251 | 0.180 |
==> cells by family after synthesis <==
family | count (synthesis) | share of synthesized area
mux | 3 | 0.0205
flops | 32 | 0.514
buf+inv | 16 | 0.0468
compound gates | 13 | 0.0559
fa+ha+maj | 6 | 0.0493
xor+xnor | 12 | 0.0690
simple gates | 66 | 0.245
==> metrics by stage <==
| step | power, mW | cell area [um2] | setup slack, ns | instances | utilization |
|---|---|---|---|---|---|
| 2_1_floorplan | 0.266 | 1520 | 1.13 | 148 | - |
| 3_3_place_gp | 0.282 | 1770 | 0.865 | 214 | 0.482 |
| 3_5_place_dp | 0.282 | 1770 | 0.813 | 214 | 0.482 |
| 4_1_cts | 0.447 | 1810 | 0.800 | 217 | 0.494 |
| 5_1_grt | 0.460 | 1810 | 0.700 | 217 | 0.494 |
| 6_report | 0.438 | 1810 | 0.798 | 217 | 0.494 |
==> routing by layer <==
layer / vias up / track usage / routed length (um)
li1: 544 / - / -
met1: 483 / 0.251 / 1340
met2: 18 / 0.191 / 987
met3: 0 / 0.0110 / 56
met4: 0 / 0.0114 / 0
met5: - / 0 / 0
Power and IR drop assume default switching activity.
